==> design/flow/design.v <==
`timescale 1ns / 1ps
module regs (
	input clk, w_en,
	input [4:0] waddr,
	input [4:0] raddr1,
	input [4:0] raddr2,
	input [31:0] wdata,
	output [31:0] rdata1,
	output [31:0] rdata2
);
	reg [31:0] register [0:31];
	assign rdata1 = raddr1 == 0 ? 0 : register[raddr1];
	assign rdata2 = raddr2 == 0 ? 0 : register[raddr2];
	always @(posedge clk) begin
		if (w_en) begin
			register[waddr] <= wdata;
		end
	end
endmodule
==> design/flow/run.sh <==
#!/bin/bash
# OpenROAD 26Q1-2900-gdf79404cd8, Yosys 0.63+post, stock flow scripts
make -C /OpenROAD-flow-scripts/flow DESIGN_CONFIG=/design/flow/config.mk WORK_HOME=/design/flow/orfs finish
==> design/flow/config.mk <==
export PLATFORM = sky130hd
export DESIGN_NAME = regs
export DESIGN_NICKNAME = regs
export VERILOG_FILES = /design/flow/design.v
export SDC_FILE = /design/flow/constraint.sdc
export NUM_CORES = 4
export LEC_CHECK = 1
export CORE_UTILIZATION = 50
==> design/flow/constraint.sdc <==
current_design regs

set clk_period 7.4
set clk_io_pct 0.2

create_clock -name clk0 -period $clk_period [get_ports {clk}]

set non_clock_inputs [all_inputs -no_clocks]
set_input_delay [expr $clk_period * $clk_io_pct] -clock clk0 $non_clock_inputs
set_output_delay [expr $clk_period * $clk_io_pct] -clock clk0 [all_outputs]
==> flow_metrics.tcl <==
# implementation run metrics
set metrics [dict create \
    outcome "complete, no violations" \
    synth.area.mux_share 0.249 \
    cts-hold-fix-buffers 0 \
    async_flop_share 0 \
    topCellsByArea "edfxtp_1 65%, mux4_2 20%, mux2i_1 3.9%" \
    fmax_mhz 149 \
    stdcell_area_mm2 0.0539 \
    fin_crit_ps 6730 \
    path_cells "clkdlybuf4s50_1 > or3b_2 > buf_12 > o22ai_1 > a2111oi_0 > nor3_1 > buf_4 > clkdlybuf4s50_1" \
    top_regs "register: 1024 flops" \
    drc 0 \
    fill_cells 6701 \
    ir_drop_mv 0.228 \
    routed_via_density 6.90 \
    cts_buffers 109 \
    gp_congestion 0.933 \
    rows 112 \
    clock_path_buffers 3 \
    edf_count 1024 \
    ys_sh_aoi 0.0541 \
    yosys_cells 2400 \
    cts_root_buf "clkbuf_16" \
    min_to "register[31][6]$_DFFE_PP_" \
    placed_cell_area_mm2 0.0502 \
    hpwlAfterDp_um 91700 \
    avgSynthCellArea_um2 19.6 \
    antenna_found_initial 5 \
    ys_sh_xor 0 \
    ff_latch_area_mm2 0.0307 \
    critical_path_class "in -> out" \
    holdPathStages 2 \
    grt_max_degree 76 \
    min_path_type "in -> reg" \
    cpMostUsedCell "clkdlybuf4s50_1" \
    min_from "wdata[6]" \
    ys_chip_area_mm2 0.0470 \
    cp.arrival_ps 5250 \
    port_buffers 112 \
    timing.slew.headroom 0.295 \
    path_delay_family "buffers and inverters" \
    post_cts_buffers 0 \
    worstPathMaxFanout 35 \
    ys_sh_adder 0 \
    common_cells "1,024 x edfxtp_1, 425 x mux4_2, 183 x mux2i_1" \
    grt_usage 0.370 \
    fin_hold_ws_ps 1610 \
    path_buffers 4 \
    top_cell_area_share 0.655 \
    tightest_slew_ps 1050 \
    synth_seq_share 0.655 \
    top_register "register" \
    final-comb-area_mm2 0.0154 \
    tool_warnings 26 \
    fp_util 0.504 \
    routedWlPerCell_um 39.0 \
    setup_viol 0 \
    maxSlewViolCount 0 \
    ys_sh_simple 0.0194 \
    routed_wl_um 153000 \
    grt_pass1_wl_um 215000 \
    drive_gt1_frac 0.298 \
    syn_inst 2400 \
    start_kind "input pin" \
    synth_flops 1024 \
    ys_types 40 \
    cts_tree "yes" \
    drv_cap 0 \
    cp.required_ps 5920 \
    ant_nets 0 \
    synth_area_mm2 0.0470 \
    area_growth_syn_to_layout_pct 14.7 \
    synth.logic.top_family "multiplexers" \
    grt_overflow 0 \
    initialDrtViolationCount 1903 \
    die_y_um 308 \
    flop_cell "edfxtp_1" \
    yosys_warnings 1 \
    yosysMostFrequentCell "edfxtp_1" \
    largest_reg_flops 1024 \
    clkTransAtPathRegs_ps 60 \
    top_area_cell "edfxtp_1" \
    core_area_mm2 0.0932 \
    end_kind "output pin" \
    slowest_delay_ps 870 \
    p_leak_nw 17.3 \
    setup_tns_ps 0 \
    grt_pass1_vias 29900 \
    post_cts_resized 0 \
    die_area_mm2 0.0952 \
    htree_levels 3 \
    p_per_area_mw_per_mm2 246 \
    hold_viol 0 \
    rsz0062_at_grt "no" \
    via_count 27000 \
    fin_crit_sh 0.909 \
    clock-sinks 1024 \
    die_x_um 308 \
    worst_path_max_delay_cell "nor3_1" \
    ios 113 \
    firstDrtPassIters 7 \
]
layer usage:
metal	track usage	wire length, um	share of wire	vias up
li1	-	-	-	10800
met1	0.438	44800	0.29	13500
met2	0.494	67500	0.44	2313
met3	0.342	33500	0.22	387
met4	0.109	6140	0.040	18
met5	0.0620	615	0.0040	-
final cells by class:
type                            instances  area share
Sequential cell                      1024       0.571
Multi-Input combinational cell       1150       0.286
Clock buffer                          123      0.0524
Timing Repair Buffer                  251      0.0439
Tap cell                             1254      0.0291
Clock inverter                         83      0.0159
Inverter                               25     0.00179
Antenna cell                            1   0.0000465
power by group:
group          switching [mW]  leakage [nW]  internal, mW
clock                    2.31          1.77          3.27
sequential             0.0281          9.22          6.46
combinational           0.692          6.32         0.502
worst max-delay path by stage:
stage | start | end | slack (ps) | cells past startpoint
CTS | raddr2[3] | rdata2[2] | 760 | 7
global route | raddr2[3] | rdata2[3] | 630 | 8
finish | raddr2[3] | rdata2[3] | 670 | 8
cell families (layout without fill, tap and decap cells):
family | after synthesis | after routing
compound gates | 331 | 331
buf+inv | 226 | 482
flops | 1024 | 1024
mux | 632 | 632
other cells | 0 | 1
simple gates | 187 | 187
through the flow:
step | total power [mW] | utilization | setup WS [ps] | instances
after floorplan | 7.22 | - | 2870 | 2400
after global placement | 7.77 | 0.538 | 812 | 3704
after detailed placement | 7.78 | 0.538 | 765 | 3704
after CTS | 13.3 | 0.578 | 762 | 3910
after global routing | 13.6 | 0.578 | 634 | 3910
final | 13.3 | 0.578 | 674 | 3911
cells in the final DEF (no fill, tap or decap), types with 19 or more instances in the layout:
cell type,n
a221oi_1,23
mux4_2,425
inv_1,24
a211oi_1,47
mux2i_1,183
o22ai_1,55
buf_4,125
clkdlybuf4s50_1,105
a22o_1,62
mux2_1,19
nand2_1,64
nor2_4,33
a211o_1,23
clkinv_1,25
nor3_1,32
o221ai_1,31
edfxtp_1,1024
a21oi_1,46
clkbuf_16,111
a2111oi_0,31
Power is estimated from default activity; no workload was simulated.

==> /design/flow/constraint.sdc <==
current_design instr_decode

set clk_period 4.8
set clk_io_pct 0.2

create_clock -name clk0 -period $clk_period [get_ports {clk}]

set non_clock_inputs [all_inputs -no_clocks]
set_input_delay [expr $clk_period * $clk_io_pct] -clock clk0 $non_clock_inputs
set_output_delay [expr $clk_period * $clk_io_pct] -clock clk0 [all_outputs]
==> /design/flow/run.sh <==
#!/bin/bash
# OpenROAD 26Q1-2900-gdf79404cd8, Yosys 0.63+post, stock flow scripts
make -C /OpenROAD-flow-scripts/flow DESIGN_CONFIG=/design/flow/config.mk WORK_HOME=/design/flow/orfs finish
==> /design/flow/config.mk <==
export PLATFORM = sky130hd
export DESIGN_NAME = instr_decode
export DESIGN_NICKNAME = instr_decode
export VERILOG_FILES = /design/flow/design.v
export SDC_FILE = /design/flow/constraint.sdc
export NUM_CORES = 4
export LEC_CHECK = 1
export CORE_UTILIZATION = 30
==> /design/flow/design.v <==
`timescale 1ns / 1ps
module instr_decode (
	input clk, reset,
	input [31:0] instr,
	output reg is_store,
	output reg is_load,
	output reg is_ui,
	output reg add_pc,
	output reg is_branch,
	output reg is_jump,
	output reg is_reg,
	output reg is_alu,
	output reg [31:0] operand_a,
	output reg [31:0] operand_b,
	output [31:0] branch_dest,
	output [4:0] dest,
	output [2:0] func3,
	output func7,
	input [31:0] rdata1,
	input [31:0] rdata2,
	output [4:0] raddr1,
	output [4:0] raddr2
);
	wire [31:0] rs1, rs2;
	assign raddr1 = reset ? 0 : instr[19:15];
	assign raddr2 = reset ? 0 : instr[24:20];
	assign rs1 = rdata1;
	assign rs2 = rdata2;
	assign func3 = reset ? 0 : instr[14:12];
	assign func7 = reset ? 0 : instr[30];
	assign dest = reset ? 0 : instr[11:7];
	assign branch_dest = reset ? 0 : {{10{instr[31]}}, instr[7], instr[30:25], instr[11:8], 1'b0};
	always @(posedge clk) begin
		if (reset) begin
			is_store <= 1'b0;
			is_load <= 1'b0;
			is_ui <= 1'b0;
			add_pc <= 1'b0;
			is_branch <= 1'b0;
			is_jump <= 1'b0;
			is_reg <= 1'b0;
			is_alu <= 1'b0;
			operand_a <= 0;
			operand_b <= 0;
		end else begin
			is_store <= 1'b0;
			is_load <= 1'b0;
			is_ui <= 1'b0;
			add_pc <= 1'b0;
			is_branch <= 1'b0;
			is_jump <= 1'b0;
			is_reg <= 1'b0;
			is_alu <= 1'b0;
			case (instr[6:0])
				7'b0110011: begin
					operand_a <= rs1;
					operand_b <= rs2;
					is_alu <= 1'b1;
				end
				7'b1100111,
				7'b0000011,
				7'b0010011,
				7'b0001111,
				7'b1110011: begin
					operand_a <= rs1;
					operand_b <= {{20{instr[31]}}, instr[31:20]};
					case (instr[6:0])
						7'b0000011: begin
							is_load <= 1'b1;
						end
						7'b1100111: begin
							is_jump <= 1'b1;
							is_reg <= 1'b1;
						end
						7'b0010011: begin
							is_alu <= 1'b1;
							if (func3 == 3'b001 || func3 == 3'b101) begin
								operand_b <= instr[24:20];
							end
						end
					endcase
				end
				7'b0100011: begin
					is_store <= 1'b1;
					operand_a <= instr[19:15] + {{20{instr[31]}}, instr[31:25], instr[11:7]};
					operand_b <= rs2;
				end
				7'b1100011: begin
					operand_a <= rs1;
					operand_b <= rs2;
					is_branch <= 1'b1;
				end
				7'b0110111,
				7'b0010111: begin
					operand_a <= {instr[31:12], {12{1'b0}}};
					is_ui <= 1'b1;
					if (instr[6:0] == 7'b0010111) begin
						add_pc <= 1'b1;
					end
				end
				7'b1101111: begin
					operand_a <= {{12{instr[31]}}, instr[19:12], instr[20], instr[30:21], 1'b0};
					is_jump <= 1'b1;
				end
				default: ;  
			endcase
		end
	end
endmodule
==> results.py <==
# Synthesis and PnR figures
metrics = {
    "timing": {
        "setup_tns_ns": 0,
        "drv_slew": 0,
        "worst_pin_slew_ns": 0.804,
        "setup_violations": 0,
        "fin_skew_ns": 0,
        "finalClockPeriodUsage_pct": 79.5,
        "hold_violations": 0,
        "rsz0062_at_grt": "false",
        "max_freq_mhz": 262,
        "slew_headroom_pct": 46.4,
        "fin_crit_ns": 3.82,
    },
    "layout": {
        "top_regs": "operand_a x32, operand_b x32",
        "area_growth_pct": 50.5,
        "fin_area_mm2": 0.00674,
        "drive_above_1_share_pct": 5.13,
        "final_cell_mix": "clkdlybuf4s50_1, dfxtp_1, nor2_1",
        "layout_top_cell": "clkdlybuf4s50_1",
        "fin_util_pct": 46.4,
    },
    "cts": {
        "cts_setup_buffers": 0,
        "clk_latency_ns": 0.34,
        "cts_max_level": 3,
        "cts_tree": "built",
        "clock-sinks": 72,
        "clk_pin_slew_ns": 0.06,
        "numCtsBuffers": 9,
        "cts_root_buf": "clkbuf_16",
        "clockBufferDepth": 2,
        "postCtsResizedCells": 0,
        "ctsHoldBuffers": 0,
    },
    "job": {
        "openroad.warnings": 25,
        "cap_violations": 0,
    },
    "synthesis": {
        "numSynthFlops": 72,
        "syn-cell-area_mm2": 0.00448,
        "synth_chip_area_mm2": 0.00448,
        "yosys_warnings": 1,
        "ys_seq_share_pct": 32.2,
        "synth-edff-count": 0,
        "avgSynthCellArea_um2": 8.07,
        "synth_stat.cells": 555,
        "netlist_instances": 555,
        "flop_cell": "dfxtp_1",
        "yosysUniqueCellTypes": 61,
        "async_flop_share_pct": 0,
    },
    "routing": {
        "wl_per_cell_um": 18.8,
        "detail_route.iter0.violations": 519,
        "post-route-drc-count": 0,
        "wirelength_mm": 17.0,
        "drtAntennaViolNets": 0,
        "drtPass1Iterations": 6,
        "vias": 4950,
        "n_antenna_cell": 0,
        "vias_per_cell": 5.47,
    },
    "die": {
        "fp_util_pct": 30.8,
        "dieArea_mm2": 0.0154,
        "coreArea_mm2": 0.0145,
        "rows": 44,
        "die_x_um": 124,
        "ios": 221,
        "die_h_um": 124,
    },
    "worst_setup_path": {
        "worstSetupEndpointType": "output pin",
        "cp_top_family": "buffers and inverters",
        "worst_ep_required_time_ns": 3.84,
        "worst-path-buf-inv": 3,
        "path_class": "primary input to output pin",
        "crit_top_cell": "clkdlybuf4s50_1",
        "critPathSlowestCell": "clkdlybuf4s50_1",
        "cp-start-kind": "primary input",
        "max_stage_delay_ns": 0.59,
        "arrival_ns": 2.86,
        "worstPathMaxFanout": 18,
        "crit_chain": "clkdlybuf4s50_1 -> buf_4 -> nor2b_1 -> clkdlybuf4s50_1",
    },
    "hold_path": {
        "worstHoldPathType": "register to register",
    },
    "placed_design": {
        "port_buffers": 209,
        "dp_hpwl_mm": 12.6,
        "placed_cell_area_mm2": 0.00645,
        "place.gp.congestion": 0.853,
    },
    "run_status": {
        "outcome": "completed",
    },
    "grt": {
        "grt_overflow": 0,
        "grt_pass1_wl_mm": 25.5,
        "grt_max_degree": 48,
        "grtUsageTotal_pct": 22.3,
        "antenna_found_initial": 1,
        "grt_pass1_vias": 4594,
    },
    "power_and_ir_drop": {
        "peakVddDrop_mv": 0.159,
        "total_power_mw": 1.69,
        "power_density_mw_per_mm2": 251,
        "leakagePower_nw": 2.38,
    },
}
cell type report:
type                    count  area (um2)
well taps                 184         230
inverters                  17        63.8
clock inverters             5        56.3
multi-input cells         397        2550
flip-flops and latches     72        1440
repair buffers            219        2160
fillers                  1364        7790
clock buffers              11         233
synthesized netlist by cell type (4+ instances only):
master	count	share of area, %
dfxtp_1	72	32
nor2_1	54	4.5
a211oi_1	51	8.6
nand2_1	46	3.9
a21oi_1	36	4.0
buf_4	29	4.9
clkbuf_1	25	2.1
buf_2	18	2.0
nor2b_1	18	2.5
inv_1	17	1.4
a311oi_1	14	2.7
a221oi_1	12	2.3
and2_1	10	1.4
ha_1	10	2.8
o21ai_0	9	1.0
a221o_1	8	1.8
nand2b_1	8	1.1
o31ai_1	8	1.3
a21o_1	7	1.2
nand3_1	7	0.78
o221ai_1	7	1.4
mux2i_1	6	1.3
nor3_1	6	0.67
a31oi_1	5	0.70
a222oi_1	4	0.89
a22oi_1	4	0.67
a32oi_1	4	0.78
and3_1	4	0.56
buf_6	4	1.0
nand3b_1	4	0.67
nor3b_1	4	0.67
o22ai_1	4	0.56
stage by stage:
step | setup WS [ns] | instances | hold WS [ns]
CTS | 0.937 | 905 | 0.494
floorplan | 1.85 | 565 | 0.432
global route | 0.769 | 905 | 0.523
finish | 0.982 | 905 | 0.492
detailed placement | 0.911 | 889 | 0.474
global placement | 0.944 | 889 | 0.471
logic make-up (layout without fill, tap and decap cells):
group	count (synthesis)	after routing	share of synthesized area, %
AND-OR/OR-AND	194	194	32.3
XOR/XNOR	2	2	0.391
adder cells (fa/ha/maj)	11	11	3.24
buffers and inverters	96	252	11.7
flip-flops	72	72	32.2
multiplexers	6	6	1.34
other	1	11	0.0838
AND/OR/NAND/NOR	173	173	18.8
per-layer routing:
metal	global-route usage [%]	vias to the layer above	share of wire, %
li1	-	2345	-
met1	32.8	2318	43
met2	33.3	266	45
met3	6.17	21	10
met4	3.27	0	1.6
met5	2.08	-	0
report_power, final:
part,internal (mW),switching (mW)
logic,0.210,0.176
registers,0.623,0.0137
clock network,0.403,0.267
worst paths after layout:
| path | startpoint | endpoint | slack, ns | cells past startpoint |
|---|---|---|---|---|
| max | instr[31] | branch_dest[12] | 0.98 | 4 |
| min | operand_b[9] | operand_b[9] | 0.49 | 1 |
| max reg2reg | operand_a[28] | operand_a[28] | 4.05 | 2 |
| min reg2reg | operand_b[9] | operand_b[9] | 0.49 | 1 |

==> flow/run.sh <==
#!/bin/bash
# OpenROAD 26Q1-2900-gdf79404cd8, Yosys 0.63+post, stock flow scripts
make -C /OpenROAD-flow-scripts/flow DESIGN_CONFIG=/design/flow/config.mk WORK_HOME=/design/flow/orfs finish
==> flow/config.mk <==
export PLATFORM = sky130hd
export DESIGN_NAME = execute
export DESIGN_NICKNAME = execute
export VERILOG_FILES = /design/flow/design.v
export SDC_FILE = /design/flow/constraint.sdc
export NUM_CORES = 4
export LEC_CHECK = 1
export CORE_UTILIZATION = 30
==> flow/constraint.sdc <==
current_design execute

set clk_period 17.9
set clk_io_pct 0.2

create_clock -name clk0 -period $clk_period [get_ports {clk}]

set non_clock_inputs [all_inputs -no_clocks]
set_input_delay [expr $clk_period * $clk_io_pct] -clock clk0 $non_clock_inputs
set_output_delay [expr $clk_period * $clk_io_pct] -clock clk0 [all_outputs]
==> flow/design.v <==
`timescale 1ns / 1ps
module execute (
	input clk, reset,
	input is_store,
	input is_load,
	input is_ui,
	input add_pc,
	input is_branch,
	input is_jump,
	input is_reg,
	input is_alu,
	input signed [31:0] operand_a,
	input signed [31:0] operand_b,
	input [31:0] branch_dest,
	input [4:0] dest_i,
	output reg [4:0] dest_o,
	input [2:0] func3,
	input func7,
	output reg [31:0] result,
	input [31:0] curr_pc,
	output reg [31:0] next_pc
);
	reg branch;
	always @(posedge clk) begin
		if (reset) begin
			dest_o <= 0;
			result <= 0;
			branch <= 1'b0;
			next_pc <= 1'b0;
		end else begin
			dest_o <= dest_i;
			branch <= 1'b0;
			case (1'b1)
				is_store: ;  
				is_load: ;  
				is_ui: begin
					if (add_pc) begin
						result <= curr_pc + operand_a;
					end else begin
						result <= operand_a;
					end
				end
				is_branch: begin
					case (func3)
						3'b000: branch <= (operand_a == operand_b);
						3'b001: branch <= (operand_a != operand_b);
						3'b100: branch <= (operand_a < operand_b);
						3'b101: branch <= (operand_a >= operand_b);
						3'b110: branch <= ($unsigned(operand_a) < $unsigned(operand_b));
						3'b111: branch <= ($unsigned(operand_a) >= $unsigned(operand_b));
					endcase
					dest_o <= 0;
				end
				is_jump: begin
					result <= curr_pc + 4;
					if (dest_i == 5'b00000) begin
						dest_o <= 5'b00001;
					end
					if (is_reg) begin
						next_pc <= (operand_a + operand_b) & ~1;
					end else begin
						next_pc <= curr_pc + operand_a;
					end
					branch <= 1'b1;
				end
				is_alu: begin
					case (func3)
						3'b000: begin
							if (func7 === 1'b0) begin
								result <= operand_a + operand_b;
							end else begin
								result <= operand_a - operand_b;
							end
						end
						3'b010: begin
							result <= (operand_a < operand_b);
						end
						3'b011: begin
							result <= ($unsigned(operand_a) < $unsigned(operand_b));
						end
						3'b111: begin
							result <= operand_a & operand_b;
						end
						3'b110: begin
							result <= operand_a | operand_b;
						end
						3'b100: begin
							result <= operand_a ^ operand_b;
						end
						3'b001: begin
							result <= operand_a << operand_b[4:0];
						end
						3'b101: begin
							if (func7 === 1'b0) begin
								result <= operand_a >> operand_b[4:0];
							end else begin
								result <= operand_a >>> operand_b[4:0];
							end
						end
					endcase
				end
			endcase
		end
	end
	always @* begin
		if (!is_jump) begin
			if (branch) begin
				next_pc = curr_pc + branch_dest;
			end else begin
				next_pc = curr_pc + 4;
			end
		end
	end
endmodule
==> flow_summary_export.csv <==
group,metric,value,unit
yosys,ys.flops,102,
yosys,area_leaders,"ha_1 12%, dfxtp_1 8.3%, a21oi_1 6.7%",
run_status,haltStage,"1_2_yosys",
yosys,ys_area,16840,sq um
yosys,edf_count,0,
yosys,largest_area_cell,"ha_1",
yosys,yosys.area.top_type_share,11.88,%
run_status,error_line,"ERROR: Found 32 problems in 'check -assert'.",
yosys,synth_async_sr_flop_share,0,%
yosys,yosysWarnings,1,
run_status,status,"did not finish",
yosys,synth_cell_types,93,
yosys,ys_cells,2370,
yosys,flop_cell,"dfxtp_1",
## kinds of logic after synthesis
logic type	count (synthesis)	synth area share [%]
AND-OR/OR-AND	806	31.26
AND/OR/NAND/NOR	738	19.52
buffers and inverters	279	6.737
adder cells (fa/ha/maj)	164	12.36
multiplexers	141	11.67
XOR/XNOR	140	7.279
flip-flops	70	8.319
latches	32	2.852
## cell usage after synthesis (all sizes together) (32+ instances only)
cell type,n
xor2,58
a21o,41
mux4,43
nor2,275
dfxtp,70
a211oi,61
dlxtn,32
nand3,45
buf,59
ha,160
xnor2,82
o21ai,200
inv,118
a21oi,227
mux2i,85
nand2,226
nor3,44
clkbuf,100
